--- flow/run.sh ---
#!/bin/bash
# OpenROAD 26Q1-2900-gdf79404cd8, Yosys 0.63+post, stock flow scripts
make -C /OpenROAD-flow-scripts/flow DESIGN_CONFIG=/design/flow/config.mk WORK_HOME=/design/flow/orfs finish
--- flow/config.mk ---
export PLATFORM = sky130hd
export DESIGN_NAME = vga_sync
export DESIGN_NICKNAME = vga_sync
export VERILOG_FILES = /design/flow/design.v
export SDC_FILE = /design/flow/constraint.sdc
export NUM_CORES = 4
export LEC_CHECK = 1
export CORE_UTILIZATION = 30
--- flow/constraint.sdc ---
current_design vga_sync

set clk_period 4.5
set clk_io_pct 0.2

create_clock -name clk0 -period $clk_period [get_ports {clk}]

set non_clock_inputs [all_inputs -no_clocks]
set_input_delay [expr $clk_period * $clk_io_pct] -clock clk0 $non_clock_inputs
set_output_delay [expr $clk_period * $clk_io_pct] -clock clk0 [all_outputs]
--- flow/design.v ---
module vga_sync(
    input wire clk,         
    input wire rst_n,       
    output reg [9:0] h_addr,  
    output reg [9:0] v_addr,  
    output reg hs,          
    output reg vs,          
    output reg valid        
);
    parameter H_SYNC = 96, H_BACK = 48, H_DISP = 640, H_FRONT = 16, H_TOTAL = 800;
    parameter V_SYNC = 2,  V_BACK = 33, V_DISP = 480, V_FRONT = 10, V_TOTAL = 525;
    reg [9:0] h_cnt, v_cnt;
    always @(posedge clk or negedge rst_n) begin
        if (!rst_n) begin
            h_cnt <= 0; v_cnt <= 0;
        end else if (h_cnt == H_TOTAL - 1) begin
            h_cnt <= 0;
            if (v_cnt == V_TOTAL - 1) v_cnt <= 0;
            else v_cnt <= v_cnt + 1;
        end else begin
            h_cnt <= h_cnt + 1;
        end
    end
    always @* begin
        hs = (h_cnt < H_SYNC) ? 0 : 1;
        vs = (v_cnt < V_SYNC) ? 0 : 1;
        h_addr = (h_cnt >= H_SYNC + H_BACK && h_cnt < H_SYNC + H_BACK + H_DISP) ? h_cnt - (H_SYNC + H_BACK) : 10'd0;
        v_addr = (v_cnt >= V_SYNC + V_BACK && v_cnt < V_SYNC + V_BACK + V_DISP) ? v_cnt - (V_SYNC + V_BACK) : 10'd0;
        valid = (h_cnt >= H_SYNC + H_BACK && h_cnt < H_SYNC + H_BACK + H_DISP &&
                 v_cnt >= V_SYNC + V_BACK && v_cnt < V_SYNC + V_BACK + V_DISP);
    end
endmodule
==> datasheet_impl.txt <==
Summary of implementation characteristics

Parameter                              Value

STA
  Unrepaired setup endpoints after global routing    false
  Max Slew Vio Count    0
  Fmax    0.266 GHz
  Worst clock skew    10.5 ps
  Actual transition at the worst max-transition pin    between 600 and 700 ps
  Final tally of hold violations    0
  Ratio of final minimum period to clock period    83.5%
  Time the final worst path needs with I/O delays and setup    3760 ps
  Rel. slew slack    about three fifths
  Sum of negative setup slack    0 ps
  # setup viols final    0

Clocking
  Insertion delay at the late pin of the worst-skew pair    between 200 and 300 ps
  Post-cts repair resize count    0
  Clock Sink Count    20
  Hold buffer count at CTS    0
  Setup fix buffers added after clock tree synthesis    0
  Clock transition time at the flip-flop clock pins of the worst setup and hold paths    approximately 80 ps
  Num CTS Buffers    3
  Clock tree from TritonCTS    built
  Number of H-tree levels    1
  Clock Tree Buf Depth    2
  Root buffer cell    sky130_fd_sc_hd__clkbuf_8

Logic synthesis
  Distinct cell type count after synthesis    45
  Syn Inst Count    175
  Post-synthesis chip area from yosys    1440 sq um
  Post-Synthesis Cell Area    1440 sq um
  Number of enable flip-flop cells    0
  Main area contributors after synthesis    sky130_fd_sc_hd__dfrtp_1, sky130_fd_sc_hd__xnor2_1, sky130_fd_sc_hd__nor2_1, sky130_fd_sc_hd__ha_1, sky130_fd_sc_hd__nand3_1
  Fraction of synthesis flops using an asynchronous set or reset pin    around 100%
  Most frequently used flop master after synthesis    sky130_fd_sc_hd__dfrtp_1
  Total number of yosys warnings    1
  Proportion of netlist area held by the largest area contributor    a little over a third
  Synth Seq Share    34.8%
  Post-synth regs    20
  Cell type with the largest total area after synthesis    sky130_fd_sc_hd__dfrtp_1
  Mapped Avg Cell Area    between 8 and 9 sq um
  Yosys Instances    175

Floorplan
  Total die size    5080 sq um
  Standard-cell row count    24
  Floorplan core area    4470 sq um
  Number of primary I/O pins    25
  DIE WIDTH    71.3 microns
  Die Span Y    71.3 microns
  Pre-Place Util    32.2%

Detailed routing
  WL per Instance    12.5 microns
  Routed WL    about 3000 microns
  Count of nets left with antenna violations after detail routing    0
  Drc violations    0
  Total antenna diodes in the routed design    0
  Violation tally from detailed-route iteration zero    90
  Via-per-instance ratio    5.13
  Vias after detailed routing    1230
  DRT Pass-1 Iters    26

Pwr
  PwrDens    209 nW/um^2
  Total power draw    around 370 uW
  Max rail drop VDD    0.162 mV
  Static leakage power    0.000744 uW

Placement
  Placed cell count    236
  Final weighted congestion in routability-driven placement    0.831
  Buffers on Ports    24
  Post-detail-place hpwl    about 2100 microns

Finish
  Share of cells above drive strength 1    6.38%
  Layout area overhead    22.1%
  Commonest cells after routing, fill and taps aside    sky130_fd_sc_hd__nor2_1, sky130_fd_sc_hd__clkdlybuf4s50_1, sky130_fd_sc_hd__dfrtp_1
  Most common cell after layout, fill and taps aside    sky130_fd_sc_hd__nor2_1
  Number of cells in the finished layout apart from fillers    240

Setup path
  Kind of launch point of the worst setup path    flip-flop
  Register-to-register setup slack    2520 ps
  Worst-path maximum fanout    10
  Critical path endpoint category    primary output
  Reg2Reg Capture Point    v_cnt[7]$_DFFE_PN0N_
  Crit path to    v_addr[1]
  Number of cell instances on the worst register-to-register path    5
  Critical R2R Launch    h_cnt[4]$_DFF_PN0_
  Req. time, crit path    3600 ps
  Beginning of the critical path    v_cnt[0]$_DFFE_PN0N_
  Critical path class    reg2out
  Arrival time reported for the critical path endpoint    2860 ps

Run
  Log Warnings    29
  Max capacitance violation total    0

Global routing
  Global routing usage summed across all routing layers    12.6%
  First-pass GRT wire length    5130 microns
  Total grt overflow    0
  Maximum number of pins on one net before global-route repair    21
  Vias in the first global route    1088
  Number of antenna violations at the first check in global routing    0

Outcome
  Run status    complete, no violations

Hold path
  Worst Hold Class    reg2reg
## sequential cells by signal (all words and copies together), names as in the netlist
| name | flops |
|---|---|
| h_cnt | 10 |
| v_cnt | 10 |
## cell usage after synthesis (all sizes together) (2+ instances only)
cell type / count
nor3: 8
nand4: 4
xnor2: 12
buf: 4
a31o: 2
inv: 10
dfrtp: 20
or3: 2
nor4: 3
o21ai: 4
mux2i: 2
nand3: 12
ha: 7
nor2: 27
or4: 2
a21o: 2
and3: 2
nand2: 9
a21oi: 6
xor2: 4
clkbuf: 13
## critical path, cell delays in order, from the launching register on
cell and delay [ps]:
sky130_fd_sc_hd__dfrtp_1 470, sky130_fd_sc_hd__ha_1 340, sky130_fd_sc_hd__or4_4 490, sky130_fd_sc_hd__a2111oi_2 370, sky130_fd_sc_hd__o22a_1 430, sky130_fd_sc_hd__nor2b_1 100, sky130_fd_sc_hd__clkdlybuf4s50_1 410
## report_power, final
| group | switching, uW | total [uW] | internal [uW] |
|---|---|---|---|
| logic | 3.40 | 4.74 | 1.33 |
| registers | 0 | 180 | 180 |
| clock network | 63.9 | 183 | 119 |
| total | 67.3 | 367 | 300 |
## worst min-delay path by stage
stage	slack (ps)	startpoint	depth (start not counted)	end
CTS	520	h_cnt[0]$_DFF_PN0_	1	h_cnt[0]$_DFF_PN0_
global route	580	h_cnt[0]$_DFF_PN0_	1	h_cnt[0]$_DFF_PN0_
finish	520	h_cnt[0]$_DFF_PN0_	1	h_cnt[0]$_DFF_PN0_
## cells by family after synthesis
logic type                 after synthesis  synth area share [%]
xor gates and xnor gates                16                  9.73
buffers and inverters                   27                  7.73
AOI/OAI and AO/OA                       26                  13.2
DFF                                     20                  34.8
adders and majority gates                7                  6.08
muxes                                    3                  2.17
and+or+nand+nor                         76                  26.3
## final cells by class
class                   count  area, sq um
inverters                  10         37.5
clock inverters             1         30.0
well taps                  52         65.1
clock buffers               3         41.3
multi-input cells         128          828
repair buffers             26          255
fillers                   455         2720
flip-flops and latches     20          500
## per-layer routing
| layer | up-vias | GRT usage [%] | wire length, microns |
|---|---|---|---|
| li1 | 625 | - | - |
| met1 | 586 | 20.3 | 1560 |
| met2 | 17 | 19.4 | 1350 |
| met3 | 2 | 1.57 | 80 |
| met4 | 0 | 1.33 | 16 |
| met5 | - | 0 | 0 |
## per-stage QoR
step           util (%)  hold slack, ps  cell area [sq um]  setup slack [ps]
6_report           39.3             516               1760               741
3_5_place_dp       37.7             504               1690              1020
2_1_floorplan         -             475               1440              1670
4_1_cts            39.3             516               1760               718
5_1_grt            39.3             579               1760               550
3_3_place_gp       37.7             501               1690              1070
Power is estimated from default activity; no workload was simulated.
