==> design/flow/design.v <==
module font_renderer(
    input [7:0] char_code,
    input [9:0] h_addr, v_addr,
    output pixel_on
);
    wire [3:0] row = v_addr % 16;
    wire [2:0] col = h_addr % 8;
    wire [7:0] font_line;
    font_rom font_rom_inst(
        .char_code(char_code),
        .row(row),
        .font_line(font_line)
    );
    assign pixel_on = font_line[7-col];
endmodule
module font_rom(
    input [7:0] char_code,
    input [3:0] row,
    output reg [7:0] font_line
);
    always @* begin
        case(char_code)
            "A": case(row)
                0: font_line=8'b00011000;
                1: font_line=8'b00100100;
                2: font_line=8'b01000010;
                3: font_line=8'b01000010;
                4: font_line=8'b01111110;
                5: font_line=8'b01000010;
                6: font_line=8'b01000010;
                7: font_line=8'b00000000;
                default: font_line=8'b00000000;
            endcase
            default: font_line=8'b00000000;
        endcase
    end
endmodule
==> design/flow/run.sh <==
#!/bin/bash
# OpenROAD 26Q1-2900-gdf79404cd8, Yosys 0.63+post, stock flow scripts
make -C /OpenROAD-flow-scripts/flow DESIGN_CONFIG=/design/flow/config.mk WORK_HOME=/design/flow/orfs finish
==> design/flow/config.mk <==
export PLATFORM = sky130hd
export DESIGN_NAME = font_renderer
export DESIGN_NICKNAME = font_renderer
export VERILOG_FILES = /design/flow/design.v
export SDC_FILE = /design/flow/constraint.sdc
export NUM_CORES = 4
export LEC_CHECK = 1
export CORE_AREA = 10 10 70 70
export DIE_AREA = 0 0 80 80
==> design/flow/constraint.sdc <==
current_design font_renderer

set clk_period 1.6
set clk_io_pct 0.2

create_clock -name clk0 -period $clk_period

set non_clock_inputs [all_inputs -no_clocks]
set_input_delay [expr $clk_period * $clk_io_pct] -clock clk0 $non_clock_inputs
set_output_delay [expr $clk_period * $clk_io_pct] -clock clk0 [all_outputs]
==> ds_physical_params.txt <==
Physical implementation characteristics

Parameter                              Value

Power
  VDD IR max    0.00002362 V
  Comb power frac    100.0%
  Switching part of the total    37.36%
  Sw Pwr    ~25 uW
  Static leakage    0.1562 nW
  Clock power frac    0%
  Sequential group share of total power    0%
  Internal power    42.22 uW
  Pwr Density    just under 200 nW/um2

Critical path
  Critical Path Start Type    input pin
  Worst setup path category    input pin to output port
  Path length in cells of the critical path    5
  Highest fanout seen on the critical path    1
  Ordered list of cells on the worst path    buf_6, or4b_1, nor4_1, and3_1, buf_2
  Crit. End Element    output port
  Stage delay of the slowest cell on the critical path    510 ps
  Critical path's top delay family    simple AND/OR/NAND/NOR gates
  Number of buffer and inverter instances along the worst setup path    2
  Data arrival time of the critical path    roughly 1300 ps
  Capturing instance or port of the critical path    pixel_on
  Worst path required time    between 1000 and 1500 ps
  Cell with the biggest individual delay on the critical path    sky130_fd_sc_hd__or4b_1
  Start point of the critical path    char_code[7]

Routing
  Top Metal Used    met3
  First DRT Iteration DRCs    0
  Via count    202
  Remaining antenna violation count after routing    0
  Met1 wire length    226 um
  Via/cell ratio    2.463
  Per-cell routed wire length    8.951 um
  Iteration tally of the first detailed-router pass    1
  Drc violations    0
  Met2 wire len    432 um
  Total routed wirelength    734 um
  Antenna Cells    0
  Wire length on met3    75 um

Final timing
  Worst Slack Setup Final    -41.75 ps
  Min cycle time layout    1642 ps
  Actual transition at the worst max-transition pin    271.7 ps
  RSZ-0062 raised after global routing    yes
  Worst slew margin    81.86%
  Number of pins exceeding their max-slew limit in the final report    0
  Aggregate negative setup slack    -41.75 ps
  Total setup violations reported at the end of the flow    1
  Post-layout period usage of the worst path    102.6%
  Highest clock rate    ~0.61 GHz
  Number of hold violations in the final report    0

Job
  Maximum Capacitance Violations    0
  Total number of warnings across the stage logs    47

Floorplanning
  Std-Cell Rows    21
  Core Util at FP    3.187%
  Area of the core    3416 um2
  Floorplan die width    about 80 um
  Chip Height    80 um
  Number of primary I/O pins    29
  Chip area    roughly 6400 um2

Global route
  Overall fraction of global-route tracks in use    around 2.2%
  Antenna violations before repair    0
  Wire length of the first global-routing pass    1138 um
  Largest net degree at the start of global routing    5
  Via count of the first global-routing pass    222
  Overflow left after global routing    0

Yosys
  Number of warnings printed during yosys synthesis    1
  Yosys stat cell total    16
  Cell type with the highest aggregate area in the netlist    sky130_fd_sc_hd__xnor2_1
  Cell area after technology mapping    108.9 um2
  Count of unique library cells instantiated by Yosys    11
  Synthesized instance count    16
  Chip area estimate from yosys synthesis    roughly 110 um2
  Top post-synthesis cells by area    sky130_fd_sc_hd__xnor2_1 16%, sky130_fd_sc_hd__nor2_1 14%, sky130_fd_sc_hd__a21oi_1 9.2%, sky130_fd_sc_hd__mux2i_1 9.2%, sky130_fd_sc_hd__o32a_1 9.2%
  Post-synth seq share    0%
  Post-synthesis average cell area    6.803 um2
  Dominant cell area share    16.09%

Final layout
  Number of flip-flops and latches    0
  Total of clock buffers placed in the layout    0
  Most frequent cells in the layout    5 x sky130_fd_sc_hd__buf_2, 4 x sky130_fd_sc_hd__buf_4, 3 x sky130_fd_sc_hd__nor2_1, 3 x sky130_fd_sc_hd__dlymetal6s2s_1, 3 x sky130_fd_sc_hd__clkbuf_2
  Most frequent logic cell in the layout    sky130_fd_sc_hd__buf_2
  Final Instance Area    347.8 um2
  Layout cell share with drive strength beyond 1    50.00%
  Combined flip-flop and latch cell area    0 um2
  Total of fill cells in the finished design    406
  Layout Area Growth over Synthesis    219.5%

Hold path
  Class of the worst hold path    input pin to output port

Placement
  Area of placed instances    356.6 um2
  Placer congestion estimate    0.6286
  Input/output buffers    16

Outcome
  Violations in the final reports    setup timing
  Run status    finished with violations
## cells by family after synthesis
family	Yosys count	synth area share (%)
AND-OR/OR-AND	5	34.49
XOR/XNOR	2	16.09
multiplexers	1	9.196
AND/OR/NAND/NOR	8	40.24
## worst min path at each step
stage,from,to,slack [ps],cells after the start
CTS,char_code[7],pixel_on,1120,5
global route,char_code[7],pixel_on,1090,5
finish,char_code[7],pixel_on,1060,5
## routing by layer
metal	vias to the layer above	track usage, %
li1	106	-
met1	91	2.175
met2	5	4.414
met3	0	0.9091
met4	0	0
met5	-	0
## through the flow
step           utilization, %  hold slack (ps)  std cells  power [mW]  setup slack (ps)
2_1_floorplan               -            770.4         16     0.01769             126.8
3_3_place_gp            10.44             1672         82     0.07076            -770.1
3_5_place_dp            10.44             1682         82     0.07180            -798.2
4_1_cts                 10.00             1115         82     0.06609            -162.4
5_1_grt                 10.18             1087         82     0.07415            -99.24
6_report                10.18             1059         82     0.06740            -41.75
## cell type report
cell class	count	area (um2)	share of cell area, %
Multi-Input combinational cell	16	133.9	38.49
Tap cell	46	57.56	16.55
Timing Repair Buffer	20	156.4	44.96
## Yosys cell counts
cell                       instances
sky130_fd_sc_hd__a32oi_1           1
sky130_fd_sc_hd__and3_1            1
sky130_fd_sc_hd__xnor2_1           2
sky130_fd_sc_hd__or4b_1            1
sky130_fd_sc_hd__o32a_1            1
sky130_fd_sc_hd__nor2b_1           1
sky130_fd_sc_hd__nor4_1            1
sky130_fd_sc_hd__o311ai_0          1
sky130_fd_sc_hd__mux2i_1           1
sky130_fd_sc_hd__a21oi_1           2
sky130_fd_sc_hd__nor2_1            4
## power groups by stage
| stage | combinational (mW) | clock [mW] | sequential (mW) |
|---|---|---|---|
| finish | 0.0674 | 0 | 0 |
| CTS | 0.0661 | 0 | 0 |
| global route | 0.0742 | 0 | 0 |
## repair_timing
| item | in CTS | in global routing |
|---|---|---|
| setup buffers | 0 | 0 |
| hold buffers | 0 | 0 |
| gates resized | 27 | 13 |
| pin swaps | 7 | 6 |
| endpoints found under the setup margin | 1 | 1 |
No activity file was given, so power comes from the tool's default toggle rates.
